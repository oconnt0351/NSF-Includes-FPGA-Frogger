File: flow/config.mk
export PLATFORM = sky130hd
export DESIGN_NAME = crossy_top
export DESIGN_NICKNAME = crossy_top
export VERILOG_FILES = /design/flow/design.v
export SDC_FILE = /design/flow/constraint.sdc
export NUM_CORES = 4
export LEC_CHECK = 1
export CORE_UTILIZATION = 50
File: flow/constraint.sdc
current_design crossy_top

set clk_period 7.4
set clk_io_pct 0.2

create_clock -name clk0 -period $clk_period [get_ports {clk}]

set non_clock_inputs [all_inputs -no_clocks]
set_input_delay [expr $clk_period * $clk_io_pct] -clock clk0 $non_clock_inputs
set_output_delay [expr $clk_period * $clk_io_pct] -clock clk0 [all_outputs]
File: flow/design.v
`timescale 1ns / 1ps
module crossy_top(
  input clk,
  input reset,
  input btn_left,
  input btn_right,
  input btn_up,
  output reg [2:0] row1,
  output reg [2:0] row2,
  output reg [2:0] row3
);
  reg [2:0] pos;
  reg [2:0] next_pos;
  reg move;
  reg game_end = 0;  
  reg [2:0] new_row [15:0];
  integer new_row_num = 0;
  reg btn_up_prev;
  reg btn_left_prev;
  reg btn_right_prev;
  wire btn_up_rising = btn_up & ~btn_up_prev;
  wire btn_left_rising = btn_left & ~btn_left_prev;
  wire btn_right_rising = btn_right & ~btn_right_prev;
  initial begin
    pos = 3'b010;
    row1 = 3'b010;
    row2 = 3'b000;
    row3 = pos;
    game_end <= 0;
    new_row_num <= 0;
    move = 0;
    next_pos = 3'b000;
    new_row[0] = 3'b100;
    new_row[1] = 3'b010;
    new_row[2] = 3'b010;
    new_row[3] = 3'b001;
    new_row[4] = 3'b010;
    new_row[5] = 3'b001;
    new_row[6] = 3'b100;
    new_row[7] = 3'b100;
    new_row[8] = 3'b110;
    new_row[9] = 3'b011;
    new_row[10] = 3'b001;
    new_row[11] = 3'b101;
    new_row[12] = 3'b110;
    new_row[13] = 3'b001;
    new_row[14] = 3'b101;
    new_row[15] = 3'b110;
  end
  always @(posedge clk) begin
    btn_left_prev <= btn_left;
    btn_right_prev <= btn_right;
    btn_up_prev <= btn_up;
    if (reset) begin
      pos <= 3'b010;
      row1 <= 3'b010;
      row2 <= 3'b000;
      row3 <= pos;
      btn_left_prev <= 0;
      btn_right_prev <= 0;
      btn_up_prev <= 0;
      game_end <= 0;
      new_row_num <= 0;
      move = 0;
      next_pos = 3'b000;
    end
    else if (!game_end) begin
      move = 0;
      next_pos = 3'b000;  
      if (btn_left_rising) begin
        next_pos = (pos == 3'b100) ? 3'b001 : (pos << 1);
        move = 1;
      end
      else if (btn_right_rising) begin
        next_pos = (pos == 3'b001) ? 3'b100 : (pos >> 1);
        move = 1;
      end
      else if (btn_up_rising) begin
        next_pos = pos;
        move = 1;
      end
      if (move) begin
        move = 0;  
        if (|(next_pos & row2)) begin
          game_end <= 1;
          row1 <= 3'b111;
          row2 <= 3'b111;
          row3 <= 3'b111;
        end else begin
          pos = next_pos;
          row3 = pos;
          row2 = row1;
          row1 = new_row[new_row_num];
          new_row_num = (new_row_num == 15) ? 0 : new_row_num + 1;
        end  
      end  
    end  
  end  
endmodule
File: flow/run.sh
#!/bin/bash
# OpenROAD 26Q1-2900-gdf79404cd8, Yosys 0.63+post, stock flow scripts
make -C /OpenROAD-flow-scripts/flow DESIGN_CONFIG=/design/flow/config.mk WORK_HOME=/design/flow/orfs finish
==> flow_metrics.env <==
# yosys + openroad results
export IMPL_setup_viol=0
export IMPL_critical_path_reg2reg_startpoint="btn_right_prev"
export IMPL_critical_path_peak_fanout=42
export IMPL_flow_area_growth_from_synthesis_pct=8.76
export IMPL_clk_pin_slew_ps=90
export IMPL_gpl_final_weighted_congestion=0.903
export IMPL_viasPerCell=5.93
export IMPL_grt_max_degree=43
export IMPL_endpoint_kind="register"
export IMPL_clock_sinks=48
export IMPL_fp_utilization_pct=53.6
export IMPL_core_region_area_um2=4850
export IMPL_timing_setup_tns_ps=0
export IMPL_all_layer_global_routing_usage_pct=23.0
export IMPL_yosys_stat_cells=314
export IMPL_netlist_cell_type_count=50
export IMPL_setup_worst_path_start_class="input pin"
export IMPL_regToRegSetupSlack_ps=4590
export IMPL_synth_edff_count=3
export IMPL_openroad_warnings=31
export IMPL_cpMaxStageDelayCell="or4_1"
export IMPL_synth_main_ff_cell="dfxtp_1"
export IMPL_hold_critical_path_depth=2
export IMPL_utilization_pct=58.3
export IMPL_number_of_global_route_vias_before_repair=1933
export IMPL_detailedPlacementHpwl_um=4100
export IMPL_inserted_clock_buffers=5
export IMPL_grt_pass1_wl_um=9510
export IMPL_tightest_slew_ps=710
export IMPL_ctsLongestPathBuffers=2
export IMPL_critical_path_class="input pin to register"
export IMPL_numPlacedInstances=379
export IMPL_htreeDepth=2
export IMPL_max_clock_freq_ghz=0.244
export IMPL_rel_slew_slack_pct=52.6
export IMPL_antenna_violating_nets_post_route=0
export IMPL_post_synth_inst_count=314
export IMPL_avgRoutedWirePerCell_um=15.0
export IMPL_power_total_mw=0.661
export IMPL_total_number_of_yosys_warnings=1
export IMPL_critical_path_arrival_ps=4340
export IMPL_peakVddDrop_mv=0.151
export IMPL_ratio_of_final_minimum_period_to_clock_period_pct=55.5
export IMPL_worstReg2RegEnd="new_row_num[9]"
export IMPL_yosys_register_bits=48
export IMPL_post_synth_instance_area_um2=2600
export IMPL_worst_r2r_path_depth=6
export IMPL_synth_seq_area_share_pct=38.1
export IMPL_route_vias_total=2294
export IMPL_io_pin_count=14
export IMPL_tritoncts="yes"
export IMPL_routed_wirelength_um=5820
export IMPL_final_setup_skew_ps=8.77
export IMPL_power_density_nw_per_um2=234
export IMPL_holdCritStartpoint="new_row_num[31]"
export IMPL_die_height_um=74.1
export IMPL_postSynth_asyncResetShare_pct=0
export IMPL_firstDrtPassIters=4
export IMPL_leakagePower_nw=0.863
export IMPL_drt_iter0_markers=146
export IMPL_root_buffer="clkbuf_8"
export IMPL_grt_setup_unrepaired="false"
export IMPL_share_of_cells_above_drive_strength_1_pct=6.25
export IMPL_final_hold_violation_count=0
export IMPL_antennaDiodeCount=0
export IMPL_antenna_violations_before_repair=0
export IMPL_max_transition_viols_final=0
export IMPL_synth_area_per_cell_um2=8.28
export IMPL_place_ws_ps=2990
export IMPL_min_delay_worst_endpoint="new_row_num[31]"
export IMPL_non_filler_cells_final=387
export IMPL_status="finished, final reports clean"
export IMPL_die_size_x_um=74.1
export IMPL_cp_cell_sequence="clkdlybuf4s50_1 -> and2b_1 -> o31ai_1 -> a31oi_1 -> nand3_2 -> or4_1 -> a21oi_1"
export IMPL_io_buffers=13
export IMPL_critical_path_max_stage_delay_ps=700
export IMPL_die_area_um2=5490
export IMPL_grt_ovfl_total=0
export IMPL_synth_yosys_chip_area_um2=2600
export IMPL_clkLatencyLatePin_ps=300
export IMPL_cts_resized_gates=0
export IMPL_post_cts_setup_buffer_count=0
export IMPL_postLayoutSetupSlackWorst_ps=3300
export IMPL_max_cap_violations=0
export IMPL_drc=0
export IMPL_worst_ep_required_time_ps=7630
export IMPL_row_count=25
export IMPL_hold_path_class="register to register"
export IMPL_cts_hold_buf=0
export IMPL_layout_min_cycle_time_ps=4100
[metrics by stage]
stage | hold WS [ps] | cell area [µm²]
after CTS | 493 | 2830
after floorplan | 452 | 2600
after global routing | 510 | 2830
final | 494 | 2830
after global placement | 464 | 2740
after detailed placement | 480 | 2740
[how the worst max path moves through the flow]
stage,start,to,slack [ps],depth (start not counted)
CTS,btn_right,new_row_num[26],3300,7
finish,btn_left,new_row_num[9],3300,7
global route,btn_left,new_row_num[26],3030,7
[where the power goes]
group	internal (mW)	leakage, nW	switching [mW]
logic	0.0769	0.421	0.0984
registers	0.289	0.397	0.0326
clock network	0.0765	0.0455	0.0875
[registers in the layout, summed over array words and instances (netlist names)]
register        cells
new_row_num        32
btn_up_prev         1
pos                 3
btn_right_prev      1
row2                3
btn_left_prev       1
row3                3
row1                3
game_end            1
[synthesized netlist by cell type, drive strengths merged (10+ instances only)]
| library cell | number | area [µm²] |
|---|---|---|
| nor4 | 17 | 113 |
| nand2 | 18 | 67.6 |
| dfxtp | 45 | 901 |
| nor3 | 11 | 55.1 |
| inv | 11 | 41.3 |
| nand3 | 17 | 90.1 |
| a21oi | 25 | 125 |
| nor2 | 29 | 109 |
| buf | 10 | 68.8 |
| nand4 | 13 | 81.3 |
| o21ai | 18 | 90.1 |
| or3 | 13 | 81.3 |
[routing by layer]
layer  vias to the layer above  global-route usage, %  share of wire [%]
li1                       1183                      -                  -
met1                      1051                   38.0                 52
met2                        58                   33.7                 41
met3                         2                   3.85                6.0
met4                         0                   2.14               0.48
met5                         -                      0                  0
[placed cells by master, fill, tap and decap left out, drive strengths merged, types with 11 or more instances in the layout]
cell type / instances
or3: 13
o21ai: 18
nand4: 13
inv: 11
dfxtp: 45
a21oi: 25
nor3: 11
nand2: 18
nor4: 17
nor2: 29
nand3: 17
clkdlybuf4s50: 13
[worst max-delay path, delay by kind of cell]
family / cells / cell delay [ps]
AND/OR/NAND/NOR: 3 / 1660
AND-OR/OR-AND: 3 / 670
buffers and inverters: 1 / 510
[final cells by class]
class | count | area [µm²]
Fill cell | 434 | 2020
Multi-Input combinational cell | 237 | 1470
Sequential cell | 48 | 991
Timing Repair Buffer | 16 | 153
Clock buffer | 8 | 90.1
Tap cell | 67 | 83.8
Inverter | 11 | 41.3
[cells by family after synthesis]
group / share of synthesized area [%]
AND/OR/NAND/NOR: 30.6
AND-OR/OR-AND: 17.2
flip-flops: 38.1
buffers and inverters: 5.39
XOR/XNOR: 2.70
multiplexers: 3.61
adder cells (fa/ha/maj): 2.41
Power is estimated from default activity; no workload was simulated.
